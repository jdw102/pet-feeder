--- flow/run.sh ---
#!/bin/bash
# OpenROAD 26Q1-2900-gdf79404cd8, Yosys 0.63+post, stock flow scripts
make -C /OpenROAD-flow-scripts/flow DESIGN_CONFIG=/design/flow/config.mk WORK_HOME=/design/flow/orfs finish
--- flow/config.mk ---
export PLATFORM = sky130hd
export DESIGN_NAME = M_W
export DESIGN_NICKNAME = M_W
export VERILOG_FILES = /design/flow/design.v
export SDC_FILE = /design/flow/constraint.sdc
export NUM_CORES = 4
export LEC_CHECK = 1
export CORE_UTILIZATION = 40
--- flow/constraint.sdc ---
current_design M_W

set clk_period 1.6
set clk_io_pct 0.2

create_clock -name clk0 -period $clk_period [get_ports {clk}]

set non_clock_inputs [all_inputs -no_clocks]
set_input_delay [expr $clk_period * $clk_io_pct] -clock clk0 $non_clock_inputs
set_output_delay [expr $clk_period * $clk_io_pct] -clock clk0 [all_outputs]
--- flow/design.v ---
module MW_control(input[31:0] instruction, output writeReg, readMem, writeR31, writeRStatus);
    wire [4:0] opCode;
    wire [31:0] decOut;
    wire alu, j, bne, jal, jr, addi, blt, sw, lw, bex, setx, mult, div;
    assign opCode = instruction[31:27];
    decoder32 decoder(decOut, opCode, 1'b1);
    assign alu = decOut[0];
    assign mult = alu && instruction[6:2] == 5'b00110;
    assign div =  alu && instruction[6:2] == 5'b00111;
    assign j = decOut[1];
    assign bne = decOut[2];
    assign jal = decOut[3];
    assign jr = decOut[4];
    assign addi = decOut[5];
    assign blt = decOut[6];
    assign sw = decOut[7];
    assign lw = decOut[8];
    assign bex = decOut[22];
    assign setx = decOut[21];
    assign writeReg = addi || (alu && !mult && !div) || lw || jal || setx;
    assign readMem = lw;    
    assign writeR31 = jal;
    assign writeRStatus = setx;
endmodule
module M_W(input [31:0] instr_in, o_in, d_in, input clk, reset, wren, exception_in, output [31:0] instr_out, o_out, d_out, output readMem, writeReg, writeR31, writeRStatus, exception_out);
    register instr_reg(instr_in, clk, reset, wren, instr_out);
    register a_reg(o_in, clk, reset, wren, o_out);
    register b_reg(d_in, clk, reset, wren, d_out);
    MW_control contrl(instr_out, writeReg, readMem, writeR31, writeRStatus);
    dffe_ref exception_flop(exception_out, exception_in, clk, wren, reset);
endmodule
module decoder32(out, select, enable);
    input [4:0] select;
    input enable;
    output [31:0] out;
    assign out = enable << select;
endmodule
module dffe_ref (q, d, clk, en, clr);
   input d, clk, en, clr;
   wire clr;
   output q;
   reg q;
   initial
   begin
       q = 1'b0;
   end
   always @(posedge clk or posedge clr) begin
       if (clr) begin
           q <= 1'b0;
       end else if (en) begin
           q <= d;
       end
   end
endmodule
module register(
    input [31:0] in,
    input clk, clr, in_en,
    output [31:0] out
    );
    genvar c;
    generate
        for (c = 0; c <= 31; c = c + 1) begin: loop1
            dffe_ref dff(out[c], in[c], clk, in_en, clr);
        end
    endgenerate
endmodule
==> reports/metrics.yaml <==
grt_max_degree: 66
top_area_cell: "dfrtp_1"
clock.fmax_mhz: 560
numPortBuffers: 200
cts_tree: "yes"
nFillCells: 843
avgSynthCellArea_um2: 14.4
drv_slew: 0
clk_path_buf_depth: 2
clock_sinks: 97
clockRootBuffer: "clkbuf_16"
drtIter0Drc: 64
place_congestion: 0.751
switching_share_pct: 20.3
vias: 2555
placeableCoreArea_um2: 10900
grt_pass1_wl_um: 13500
dieArea_um2: 11700
die-width_um: 108
routed_wl_um: 8720
grt_usage_pct: 15.5
maxSlewHeadroom_pct: 72.9
ir_worst_vdd_mv: 0.646
wire_per_inst_um: 15.0
instances_no_fill: 583
synth_warnings: 1
end_kind: "primary output"
mi_logic_area_um2: 1320
cts_buffers: 9
status: "complete, but fails checks"
grt_pass1_vias: 2574
path_clk_slew_ns: 0.06
seq_area_um2: 2430
grt_overflow: 0
dp_cells: 560
top_cell_area_share_pct: 53.8
synthArstFlopShare_pct: 100
vias_per_cell: 4.38
period_needed_ns: 1.79
grt_util_met3_pct: 3.74
clk_latency_ns: 0.32
netlist_top_cells_count: "dfrtp_1 (97), buf_4 (96), mux2_2 (67), mux2_4 (30), buf_2 (6)"
num_rows: 38
htreeDepth: 3
powerDensity_nw_per_um2: 976
antenna_found_initial: 0
use_met1_pct: 23.4
total_leakage_power_nw: 2.78
warning_count: 27
p_comb_share_pct: 19.4
hp-class: "input port to async pin"
cp_data_arrival_time_ns: 1.47
diodes: 0
cp-start-kind: "flop"
area_growth_pct: 43.4
hold_viol_final: 0
synth.most_common_cell: "dfrtp_1"
io_pins: 201
ys_seq_share_pct: 53.8
cpPeakStageDelay_ns: 0.53
busiest_layer: "met2"
power.total_mw: 6.31
pwr-share-clk_pct: 35.9
crit_fanout: 2
worst_pin_slew_ns: 0.407
finalClockPeriodUsage_pct: 112
hpwl_um: 6290
fin_skew_ns: 0
rsz0062_at_grt: "yes"
timing.final.ws_setup_ns: -0.187
p_int_mw: 5.03
synth_cell_types: 16
drive_gt1_share_pct: 33.2
regToRegSetupSlack_ns: 0.59
yosys_cells: 314
ys.flop_type: "dfrtp_1"
synth_cells: 314
gr-usage-met2_pct: 24.0
cp_cell_sequence: "or4_4 > o2bb2ai_2 > buf_2"
edf_count: 0
pwr-share-seq_pct: 44.8
top_cells_by_area: "dfrtp_1 (54%), mux2_2 (17%), buf_4 (16%)"
first_pass_iters: 4
finalSetupViolCount: 2
cp_num_buf_inv: 1
crit_family: "simple AND/OR/NAND/NOR gates"
ant_nets: 0
violations: "setup timing"
initCoreUtil_pct: 41.3
cp_slowest_cell: "or4_4"
crit_type: "flop to primary output"
worstPathRequired_ns: 1.28
maxCapViolCount: 0
drc: 0
ys_area_um2: 4510
die_h_um: 108
power.switching_mw: 1.28
syn_area_um2: 4510
ys_ff: 97
==> path summary, 6_finish.rpt <==
| kind | endpoint | cells past startpoint | startpoint |
|---|---|---|---|
| setup / recovery | writeReg | 3 | instr_reg.loop1[6].dff.q |
| hold / removal | instr_reg.loop1[3].dff.q | 3 | reset |
| setup reg to reg | instr_reg.loop1[29].dff.q | 3 | instr_reg.loop1[29].dff.q |
| hold reg to reg | b_reg.loop1[8].dff.q | 1 | b_reg.loop1[8].dff.q |
| max in group asynchronous | instr_reg.loop1[31].dff.q | 3 | reset |
| min in group clk0 | a_reg.loop1[8].dff.q | 2 | wren |
==> what timing repair did <==
| action | in CTS | in global routing |
|---|---|---|
| setup endpoints to repair | 6 | 5 |
| hold buffers | 0 | 0 |
| pin swaps | 6 | 3 |
| hold endpoints to repair | 0 | 0 |
| resized | 30 | 9 |
| setup buffers | 4 | 3 |
==> layout make-up <==
cell class	instances	area share (%)
repair buffers	220	34.2
inverters	1	0.116
well taps	140	2.71
flip-flops and latches	97	37.5
multi-input cells	109	20.4
clock inverters	3	0.716
clock buffers	13	4.33
==> metal layers <==
metal / share of wire [%] / wire [µm] / up-vias
met2: 47 / 4070 / 117
met3: 8.7 / 756 / 11
met4: 1.6 / 138 / 0
li1: - / - / 1210
met1: 43 / 3760 / 1217
met5: 0 / 0 / -
==> stage by stage <==
step	hold WS (ns)	area [µm²]	TNS, ns	setup slack [ns]	util (%)
after floorplan	0.456	4520	0	0.132	-
after global placement	0.488	6030	-0.235	-0.131	55.1
after detailed placement	0.490	6030	-0.290	-0.134	55.1
after CTS	0.448	6410	-0.353	-0.233	58.7
after global routing	0.449	6470	-0.497	-0.247	59.2
final	0.425	6470	-0.275	-0.187	59.2
==> worst reg2reg max path: cells and delay by family, from the launching register on <==
kind / cells / cell delay, ns
buf+inv: 2 / 0.24
flops: 1 / 0.40
mux: 1 / 0.25
==> power groups by stage <==
stage / combinational (mW) / sequential [mW] / clock (mW)
after CTS: 1.23 / 2.83 / 2.34
after global routing: 1.32 / 2.86 / 2.44
final: 1.22 / 2.83 / 2.26
==> registers in the layout, indices dropped and copies added, names as in the netlist <==
name	flops
a_reg.loop1.dff.q	32
b_reg.loop1.dff.q	32
instr_reg.loop1.dff.q	32
exception_flop.q	1
==> kinds of logic (layout without fill, tap and decap cells) <==
| kind of cell | after synthesis | after routing | synth area share (%) |
|---|---|---|---|
| buffers and inverters | 108 | 237 | 18.0 |
| multiplexers | 98 | 98 | 26.9 |
| flip-flops | 97 | 97 | 53.8 |
| AND/OR/NAND/NOR | 10 | 10 | 1.11 |
| AND-OR/OR-AND | 1 | 1 | 0.194 |
==> placed cells by master, fill, tap and decap left out <==
cell,instances
mux2_2,67
clkinvlp_4,2
or4_4,1
dlygate4sd2_1,6
nand2_2,1
clkbuf_16,9
bufinv_16,1
buf_4,8
dlymetal6s2s_1,2
clkbuf_8,4
nor2_4,1
nor3_2,1
clkinv_4,1
buf_6,9
nand2b_4,1
mux2i_1,1
nand2_1,2
dfrtp_2,1
o2bb2ai_2,1
buf_2,4
and2_1,1
buf_12,4
clkdlybuf4s50_1,187
nor4_4,1
dfrtp_1,96
mux2_4,30
nor2_1,1
Power figures rest on the tool's default switching activity, not on a simulated workload.
