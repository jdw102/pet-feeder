**flow/constraint.sdc**
```tcl
current_design cla

set clk_period 6.2
set clk_io_pct 0.2

create_clock -name clk0 -period $clk_period

set non_clock_inputs [all_inputs -no_clocks]
set_input_delay [expr $clk_period * $clk_io_pct] -clock clk0 $non_clock_inputs
set_output_delay [expr $clk_period * $clk_io_pct] -clock clk0 [all_outputs]
```
**flow/run.sh**
```bash
#!/bin/bash
# OpenROAD 26Q1-2900-gdf79404cd8, Yosys 0.63+post, stock flow scripts
make -C /OpenROAD-flow-scripts/flow DESIGN_CONFIG=/design/flow/config.mk WORK_HOME=/design/flow/orfs finish
```
**flow/config.mk**
```make
export PLATFORM = sky130hd
export DESIGN_NAME = cla
export DESIGN_NICKNAME = cla
export VERILOG_FILES = /design/flow/design.v
export SDC_FILE = /design/flow/constraint.sdc
export NUM_CORES = 4
export LEC_CHECK = 1
export CORE_UTILIZATION = 40
```
**flow/design.v**
```verilog
module block_carry(
    output g_out, p_out,
    output[7:0] c, 
    input[7:0] g, p
    );
    wire a1;
    wire b1, b2;
    wire c1, c2, c3;
    wire d1, d2, d3, d4;
    wire e1, e2, e3, e4, e5;
    wire f1, f2, f3, f4, f5, f6;
    wire g1, g2, g3, g4, g5, g6, g7;
    wire h1, h2, h3, h4, h5, h6, h7, h8;
    and a1_and(a1, p[0], c[0]);
    or a_or(c[1], g[0], a1);
    and b1_and(b1, p[1], g[0]);
    and b2_and(b2, p[1], p[0], c[0]);
    or b_or(c[2], g[1], b1, b2);
    and c1_and(c1, p[2], g[1]);
    and c2_and(c2, p[2], p[1], g[0]);
    and c3_and(c3, p[2], p[1], p[0], c[0]);
    or c_or(c[3], g[2], c1, c2, c3);
    and d1_and(d1, p[3], g[2]);
    and d2_and(d2, p[3], p[2], g[1]);
    and d3_and(d3, p[3], p[2], p[1], g[0]);
    and d4_and(d4, p[3], p[2], p[1], p[0], c[0]);
    or d_or(c[4], g[3], d1, d2, d3, d4);
    and e1_and(e1, p[4], g[3]);
    and e2_and(e2, p[4], p[3], g[2]);
    and e3_and(e3, p[4], p[3], p[2], g[1]);
    and e4_and(e4, p[4], p[3], p[2], p[1], g[0]);
    and e5_and(e5, p[4], p[3], p[2], p[1], p[0], c[0]);
    or e_or(c[5], g[4], e1, e2, e3, e4, e5);
    and f1_and(f1, p[5], g[4]);
    and f2_and(f2, p[5], p[4], g[3]);
    and f3_and(f3, p[5], p[4], p[3], g[2]);
    and f4_and(f4, p[5], p[4], p[3], p[2], g[1]);
    and f5_and(f5, p[5], p[4], p[3], p[2], p[1], g[0]);
    and f6_and(f6, p[5], p[4], p[3], p[2], p[1], p[0], c[0]);
    or f_or(c[6], g[5], f1, f2, f3, f4, f5, f6);
    and g1_and(g1, p[6], g[5]);
    and g2_and(g2, p[6], p[5], g[4]);
    and g3_and(g3, p[6], p[5], p[4], g[3]);
    and g4_and(g4, p[6], p[5], p[4], p[3], g[2]);
    and g5_and(g5, p[6], p[5], p[4], p[3], p[2], g[1]);
    and g6_and(g6, p[6], p[5], p[4], p[3], p[2], p[1], g[0]);
    and g7_and(g7, p[6], p[5], p[4], p[3], p[2], p[1], p[0], c[0]);
    or g_or(c[7], g[6], g1, g2, g3, g4, g5, g6, g7);
    and h1_and(h1, p[7], g[6]);
    and h2_and(h2, p[7], p[6], g[5]);
    and h3_and(h3, p[7], p[6], p[5], g[4]);
    and h4_and(h4, p[7], p[6], p[5], p[4], g[3]);
    and h5_and(h5, p[7], p[6], p[5], p[4], p[3], g[2]);
    and h6_and(h6, p[7], p[6], p[5], p[4], p[3], p[2], g[1]);
    and h7_and(h7, p[7], p[6], p[5], p[4], p[3], p[2], p[1], g[0]);
    or g_out_or(g_out, g[7], h1, h2, h3, h4, h5, h6, h7);
    and p__out_and(p_out, p[0], p[1], p[2], p[3], p[4], p[5], p[6], p[7]);
endmodule
module cla(
    output [31:0] s,
    output ovf,
    input [31:0] x, y,
    input c0, sub
);
    wire c8, c16, c24, c32;
    wire [3:0] p, g;
    wire c_out1, c_out2, c_out3, c_out4;
    cla_block block0(s[7:0], g[0], p[0], c_out1, x[7:0], y[7:0], c0, sub);
    cla_block block1(s[15:8], g[1], p[1], c_out2, x[15:8], y[15:8], c8, sub); 
    cla_block block2(s[23:16], g[2], p[2], c_out3, x[23:16], y[23:16], c16, sub);
    cla_block block3(s[31:24], g[3], p[3], c_out4, x[31:24], y[31:24], c24, sub);
    cla_carry carry(c8, c16, c24, c32, p, g, c0);
    xor ovf_xor(ovf, c32, c_out4);
endmodule
module cla_block(
    output[7:0] s,
    output g_out, p_out, c_out,
    input[7:0] x, y,
    input c_in, sub
    );
    wire [7:0] c;
    wire [7:0] g, p;
    assign c[0] = c_in;
    assign c_out = c[7];
    one_bit_adder adder_one(s[0], g[0], p[0], x[0], y[0], c[0], sub);
    one_bit_adder adder_two(s[1], g[1], p[1], x[1], y[1], c[1], sub);
    one_bit_adder adder_three(s[2], g[2], p[2], x[2], y[2], c[2], sub);
    one_bit_adder adder_four(s[3], g[3], p[3], x[3], y[3], c[3], sub);
    one_bit_adder adder_five(s[4], g[4], p[4], x[4], y[4], c[4], sub);
    one_bit_adder adder_six(s[5], g[5], p[5], x[5], y[5], c[5], sub);
    one_bit_adder adder_seven(s[6], g[6], p[6], x[6], y[6], c[6], sub);
    one_bit_adder adder_eight(s[7], g[7], p[7], x[7], y[7], c[7], sub);
    block_carry carry_over(g_out, p_out, c, g, p);
endmodule
module cla_carry(
    output c8, c16, c24, c32,
    input [3:0] p, g,
    input c0
    );
    wire a1;
    wire b1, b2;
    wire c1, c2, c3;
    wire d1, d2, d3, d4;
    and a1_and(a1, p[0], c0);
    or a_or(c8, g[0], a1);
    and b1_and(b1, p[1], g[0]);
    and b2_and(b2, p[1], p[0], c0);
    or b_or(c16, g[1], b1, b2);
    and c1_and(c1, p[2], g[1]);
    and c2_and(c2, p[2], p[1], g[0]);
    and c3_and(c3, p[2], p[1], p[0], c0);
    or c_or(c24, g[2], c1, c2, c3);
    and d1_and(d1, p[3], g[2]);
    and d2_and(d2, p[3], p[2], g[1]);
    and d3_and(d3, p[3], p[2], p[1], g[0]);
    and d4_and(d4, p[3], p[2], p[1], p[0], c0);
    or d_or(c32, g[3], d1, d2, d3, d4);
endmodule
module one_bit_adder(S, g, p, A, B, Cin, sub);
    input A, B, Cin, sub;
    output S, g, p;
    wire w1;
    wire not_B, b;
    not n(not_B, B);
    one_bit_mux_2 mux(b, sub, B, not_B);
    xor Sresult(S, A, b, Cin);
    and A_and_B(g, A, b);
    or A_or_B(p, A, b);
    and p_and_C(w1, p, Cin);
endmodule
module one_bit_mux_2(out, select, in0, in1);
    input select;
    input in0, in1;
    output out;
    assign out = select ? in1: in0;
endmodule
```
==> flow_summary_export.csv <==
group,metric,value,unit
final_layout,area_growth,33.6,%
detailed_routing,viasPerCell,4.34,
critical_path,required,4960,ps
sta,finalSetupViolCount,0,
synth,yosysCellCount,345,
critical_path,cp_slowest_cell,"or4b_1",
final_layout,nClkBuffers,0,
die,die_x,81.9,um
synth,synth_cell_types,36,
power,power.density,121,mW/mm^2
die,fp-row-count,28,
synth,ys_area,0.00255,mm^2
die,ioPinCount,99,
sta,slew_violations,0,
global_route,overflow,0,
synth,yosys.area_share.aoi,12.5,%
power,cellInternalPower,0.262,mW
critical_path,path_common_cell,"clkdlybuf4s50_1",
critical_path,worstPathMaxFanout,5,
detailed_routing,first_iter_violations,49,
detailed_routing,wire_per_inst,10.0,um
synth,syn_avg_cell_area,7.41,um^2
final_layout,drive_gt1_share,4.37,%
synth,synth.cell_area,0.00255,mm^2
power,vdd_drop_max,0.0630,mV
synth,synthAdderAreaFrac,34.5,%
synth,ys_seq_share,0,%
synth,ys_sh_xor,20.6,%
global_route,grt_antenna_before_repair,0,
sta,fin_tns_setup,0,ps
die,die_area,0.00671,mm^2
final_layout,nFillCells,579,
die,die_h,81.9,um
power,netSwitchingFraction,36.5,%
synth,ys_top_logic_family,"adder cells",
final_layout,flops,0,
global_route,grt_max_degree,15,
global_route,grt_pass1_wl,8360,um
sta,finalHoldViolations,0,
detailed_routing,ant_nets,0,
die,fp-utilization,42.4,%
sta,slew_headroom,56.0,%
detailed_routing,vias,2113,
power,p_leak,1.74,nW
power,switchingPower,0.150,mW
detailed_routing,dr.pass1.iters,4,
hold_path,holdPathEnd,"s[6]",
placed_design,placedCellCount,487,
sta,rsz0062_at_grt,"false",
final_layout,layout.area.comb,0.00199,mm^2
placed_design,post-dp-hpwl,4400,um
die,placeableCoreArea,0.00603,mm^2
synth,syn_inst,345,
detailed_routing,drt-total-wl,4870,um
critical_path,crit_chain,"clkdlybuf4s50_1 > xor2_1 > inv_1 > ha_1 > or3_1 > or4b_1 > a21oi_2 > o21bai_1 > a211oi_2 > nor2_2 > fa_1 > xnor2_1 > clkdlybuf4s50_1",
sta,tightest_slew,651,ps
power,pwr-share-seq,0,%
placed_design,gp_congestion,0.815,
synth,ys_sh_mux,0,%
run,cap_violations,0,
power,comb_power_share,100.0,%
status,status,"finished clean",
global_route,grtUsageTotal,15.4,%
detailed_routing,n_antenna_cell,0,
detailed_routing,drc,0,
placed_design,io_buffers,99,
hold_path,holdPathStages,6,
run,tool_warnings,68,
synth,ys_sh_simple,10.1,%
power,clkPwrFrac,0,%
hold_path,hold_class,"in -> out",
cts,postCtsSetupBuffers,0,
critical_path,cp-end-kind,"output pin",
final_layout,instances_no_fill,487,
synth,ys_warn_count,0,
sta,fmax,0.168,GHz
critical_path,path_class,"in -> out",
final_layout,regArea,0,um^2
critical_path,cp-start-kind,"input pin",
sta,finalCriticalPeriod,5970,ps
critical_path,cp.arrival,4730,ps
hold_path,worstHoldStart,"sub",
global_route,first_global_vias,1989,
critical_path,cp_slowest_stage_delay,480,ps
sta,fin_crit_sh,96.3,%
==> cells by family (layout without fill, tap and decap cells) <==
group                      after synthesis  after routing
AOI/OAI and AO/OA                       47             47
xor gates and xnor gates                60             60
and+or+nand+nor                         50             50
buffers and inverters                  120            187
adders and majority gates               68             68
==> cell type report <==
class                      count  share of cell area [%]
tap                           75                    2.75
inverter                      84                    9.23
multi-input combinational    225                    58.3
timing repair buffer         103                    29.8
==> per-layer routing <==
layer / track usage (%) / share of wire (%) / up-vias
met5: 0 / 0 / -
met4: 0 / 0 / 0
met3: 1.58 / 6.7 / 0
met2: 26.2 / 43 / 54
met1: 22.2 / 50 / 894
li1: - / - / 1165
==> worst max-delay path, delay by kind of cell <==
kind | cells | cell delay [ps]
compound gates | 3 | 520
buf+inv | 3 | 1010
xor+xnor | 2 | 340
fa+ha+maj | 2 | 620
simple gates | 3 | 990
==> how the worst max path moves through the flow <==
stage / from / to / slack [ps]
6_report: y[10] / s[25] / 230
5_1_grt: y[10] / s[29] / 30
4_1_cts: y[10] / s[25] / 210
==> power groups by stage <==
stage,Clock [mW],Sequential (mW),Combinational (mW)
after CTS,0,0,0.419
final,0,0,0.412
after global routing,0,0,0.467
==> cells in the final DEF, fill, tap and decap left out, drive strengths merged, types with 2 or more instances in the layout <==
master | Yosys | routed
clkdlybuf4s50 | 0 | 98
inv | 84 | 84
ha | 64 | 64
xor2 | 32 | 32
xnor2 | 28 | 28
nor2 | 20 | 20
a21oi | 18 | 18
o21ai | 7 | 7
nand2 | 7 | 7
o21bai | 7 | 7
nor3 | 5 | 5
buf | 35 | 5
fa | 4 | 4
o31ai | 4 | 4
nor2b | 3 | 3
and2b | 3 | 3
a211oi | 3 | 3
nor4 | 2 | 2
or3 | 2 | 2
or4 | 2 | 2
nand2b | 2 | 2
o21ba | 2 | 2
o41ai | 2 | 2
==> cell usage after synthesis, drive strengths merged <==
cell type | number | area share [%]
a221oi | 1 | 0.34
o21ai | 7 | 1.4
or4b | 1 | 0.39
o41a | 1 | 0.44
buf | 35 | 9.8
o21bai | 7 | 2.1
nor3b | 1 | 0.29
ha | 64 | 31
xor2 | 32 | 11
xnor2 | 28 | 9.6
o22a | 1 | 0.34
o41ai | 2 | 0.98
and2 | 1 | 0.29
o21ba | 2 | 0.78
or3 | 2 | 0.49
nor3 | 5 | 0.98
clkbuf | 1 | 0.15
and2b | 3 | 1.0
nor2 | 20 | 3.0
a31oi | 1 | 0.25
nand2b | 2 | 0.49
or4 | 2 | 0.69
a211oi | 3 | 1.1
nor2b | 3 | 0.73
fa | 4 | 3.1
nand3 | 1 | 0.20
inv | 84 | 12
nand2 | 7 | 1.0
a21oi | 18 | 3.7
nor4 | 2 | 0.49
o31ai | 4 | 1.2
==> stage by stage <==
step	worst slack (ps)	util [%]	total power, mW	hold slack, ps	instance area [um^2]
floorplan	556	-	0.285	2690	2550
global placement	214	56.6	0.416	3500	3410
detailed placement	203	56.6	0.415	3490	3410
CTS	206	56.6	0.419	3490	3410
global route	27.7	56.7	0.467	3550	3410
finish	231	56.7	0.412	3470	3410
==> timing repair <==
action	in CTS	in global routing
resized	0	1
hold buffers	0	0
endpoints found under the setup margin	0	1
No activity file was given, so power comes from the tool's default toggle rates.
