==> design/flow/design.v <==
module DX_control(input[31:0] instruction, output immediate, jExtend, writePC, flush, loadPC, readRegPC, bne, blt, loadT, bex, mult, div, output [31:0] exception);
    wire [4:0] opCode;
    wire [31:0] decOut;
    wire alu, j, jal, jr, addi, sw, lw, setx, bex, add, sub;
    assign opCode = instruction[31:27];
    decoder32 decoder(decOut, opCode, 1'b1);
    assign alu = decOut[0];
    assign add = alu && instruction[6:2] == 5'b0;
    assign sub = alu && instruction[6:2] == 5'b00001;
    assign mult = alu && instruction[6:2] == 5'b00110;
    assign div =  alu && instruction[6:2] == 5'b00111;
    assign j = decOut[1];
    assign bne = decOut[2];
    assign jal = decOut[3];
    assign jr = decOut[4];
    assign addi = decOut[5];
    assign blt = decOut[6];
    assign sw = decOut[7];
    assign lw = decOut[8];
    assign bex = decOut[22];
    assign setx = decOut[21];
    assign immediate = addi || lw || sw;
    assign jExtend = j || jal || setx || bex;
    assign writePC = j || jal || jr;
    assign flush = j || jal || jr;
    assign loadPC = jal;
    assign readRegPC = jr;
    assign loadT = setx;
    assign exception = add ? 32'd1: addi? 32'd2: sub? 32'd3: mult? 32'd4: div? 32'd5: 0;
endmodule
module D_X(input [31:0] pc_in, instr_in, a_in, b_in, input clk, reset, branch_met, wren, output [31:0] pc_out, instr_out, a_out, b_out, exception, output immediate, jExtend, writePC, flush, loadPC, readRegPC, bne, blt, loadT, bex, mult, div);
    register instr_reg((flush || branch_met) ? 32'b0: instr_in, clk, reset, wren, instr_out);
    register pc_reg(pc_in, clk, reset, wren, pc_out);
    register a_reg(a_in, clk, reset, wren, a_out);
    register b_reg(b_in, clk, reset, wren, b_out);
    DX_control contrl(instr_out, immediate, jExtend, writePC, flush, loadPC, readRegPC, bne, blt, loadT, bex, mult, div, exception);
endmodule
module decoder32(out, select, enable);
    input [4:0] select;
    input enable;
    output [31:0] out;
    assign out = enable << select;
endmodule
module dffe_ref (q, d, clk, en, clr);
   input d, clk, en, clr;
   wire clr;
   output q;
   reg q;
   initial
   begin
       q = 1'b0;
   end
   always @(posedge clk or posedge clr) begin
       if (clr) begin
           q <= 1'b0;
       end else if (en) begin
           q <= d;
       end
   end
endmodule
module register(
    input [31:0] in,
    input clk, clr, in_en,
    output [31:0] out
    );
    genvar c;
    generate
        for (c = 0; c <= 31; c = c + 1) begin: loop1
            dffe_ref dff(out[c], in[c], clk, in_en, clr);
        end
    endgenerate
endmodule
==> design/flow/run.sh <==
#!/bin/bash
# OpenROAD 26Q1-2900-gdf79404cd8, Yosys 0.63+post, stock flow scripts
make -C /OpenROAD-flow-scripts/flow DESIGN_CONFIG=/design/flow/config.mk WORK_HOME=/design/flow/orfs finish
==> design/flow/config.mk <==
export PLATFORM = sky130hd
export DESIGN_NAME = D_X
export DESIGN_NICKNAME = D_X
export VERILOG_FILES = /design/flow/design.v
export SDC_FILE = /design/flow/constraint.sdc
export NUM_CORES = 4
export LEC_CHECK = 1
export CORE_UTILIZATION = 30
==> design/flow/constraint.sdc <==
current_design D_X

set clk_period 2.3
set clk_io_pct 0.2

create_clock -name clk0 -period $clk_period [get_ports {clk}]

set non_clock_inputs [all_inputs -no_clocks]
set_input_delay [expr $clk_period * $clk_io_pct] -clock clk0 $non_clock_inputs
set_output_delay [expr $clk_period * $clk_io_pct] -clock clk0 [all_outputs]
==> impl_metrics.py <==
# Metrics from the implementation run
metrics = {
    "drt": {
        "via_per_inst": 4.25,
        "ant_nets": 0,
        "drc": 0,
        "wl_um": 14600,
        "vias": 4212,
        "drtIter0Drc": 86,
        "antenna-diode-count": 0,
        "detail_route.wl_per_cell_um": 14.7,
        "dr.pass1.iters": 4,
    },
    "die": {
        "core_area_um2": 20500,
        "fp_util": 0.309,
        "die_y_um": 147,
        "rows": 52,
        "die_area_um2": 21700,
        "ios": 304,
        "die_w_um": 147,
    },
    "clocking": {
        "cts_sinks": 128,
        "numCtsBuffers": 17,
        "cts_root_buffer": "clkbuf_16",
        "clkLatencyLatePin_ns": 0.40,
        "clkSlewWorstSetupHoldPaths_ns": 0.05,
        "htreeDepth": 4,
        "clock_path_buffers": 2,
        "tritoncts": "built",
    },
    "power": {
        "pwr-share-seq": 0.397,
        "pwr_density_cell_nw_per_um2": 726,
        "p_int_mw": 5.09,
        "p_sw_frac": 0.234,
        "clock_power_share": 0.394,
        "p_sw_mw": 1.56,
        "combPwrFrac": 0.209,
        "power_mw": 6.65,
        "leakage_nw": 3.88,
        "peakVddDrop_mv": 0.435,
    },
    "global_routing": {
        "grt_pass1_wl_um": 22900,
        "grt_pass1_vias": 4334,
        "grt.total_usage": 0.136,
        "grt_overflow_total": 0,
        "grt_max_degree": 92,
        "antenna_found_initial": 0,
    },
    "worst_setup_path": {
        "max_stage_delay_ns": 0.39,
        "cp_slowest_cell": "or3b_4",
        "cp.required_ns": 1.84,
        "path_buffers": 3,
        "end_kind": "primary output",
        "r2r_setup_slack_ns": 0.51,
        "crit_family": "buffers and inverters",
        "arrival_ns": 1.75,
        "cp-start-kind": "register",
        "crit_fanout": 5,
        "critical_path_class": "register to primary output",
        "cp_cell_sequence": "buf_6 > or3b_4 > a21oi_4 > buf_4 > dlygate4sd2_1",
    },
    "final_layout": {
        "logic_area_um2": 1960,
        "nFillCells": 1835,
        "syn2layout_area_growth_pct": 44.4,
        "final_common_cell": "clkdlybuf4s50_1",
        "seq_area_um2": 3210,
        "final_area_um2": 9160,
        "drive_gt1_frac": 0.266,
        "lay_top_cells": "clkdlybuf4s50_1 (258), dfrtp_1 (126), mux2_2 (96), nand2_1 (35), buf_4 (30)",
    },
    "placement": {
        "postPlaceCellArea_um2": 8350,
        "numPortBuffers": 274,
        "place.gp.congestion": 0.883,
        "dp_hpwl_um": 10400,
    },
    "synthesis": {
        "syn_area_per_cell_um2": 11.8,
        "syn_inst": 536,
        "yosysChipArea_um2": 6340,
        "synth_cell_types": 34,
        "synth_warnings": 1,
        "top_area_cell": "dfrtp_1",
        "synth_top_area_share": 0.505,
        "synth_area_um2": 6340,
        "area_leaders": "dfrtp_1 (51%), buf_4 (19%), mux2_2 (17%)",
        "postSynthSeqShare": 0.505,
        "ys_seq_elements": 128,
        "ys_cells": 536,
    },
    "timing": {
        "finalSetupTns_ns": 0,
        "fin_crit_ns": 2.21,
        "period_used_share": 0.962,
        "slew_violations": 0,
        "hold_viol": 0,
        "slew_headroom": 0.638,
        "max_freq_mhz": 452,
        "worst_slew_pin_slew_ns": 0.543,
        "hold_slack_ns": 0.453,
        "setup_viol": 0,
        "skew_ns": 0.00374,
    },
    "job": {
        "warnings": 25,
        "maxCapViolations": 0,
    },
    "worst_hold_path": {
        "hold_class": "primary input to register",
    },
    "run_status": {
        "outcome": "finished, final reports clean",
    },
}
==> synth_stat cells (all sizes together) <==
| cell | count |
|---|---|
| buf | 180 |
| dfrtp | 128 |
| mux2 | 96 |
| nand2 | 36 |
| nand3 | 20 |
| o2bb2ai | 15 |
| nand4 | 9 |
| inv | 8 |
| nor3 | 6 |
| o22ai | 6 |
| nor2 | 5 |
| clkbuf | 4 |
| a21oi | 3 |
| nand2b | 3 |
| a2bb2oi | 2 |
| nand4b | 2 |
| a31oi | 1 |
| clkinv | 1 |
| conb | 1 |
| nand3b | 1 |
| nor2b | 1 |
| nor4 | 1 |
| o21ai | 1 |
| o21ba | 1 |
| o32ai | 1 |
| or2 | 1 |
| or3 | 1 |
| or3b | 1 |
| xor2 | 1 |
==> power by group through the flow <==
stage	registers (mW)	clock network [mW]	logic, mW
4_1_cts	2.64	2.71	1.39
5_1_grt	2.68	2.82	1.50
6_report	2.64	2.62	1.39
==> flip-flops by register name, indices dropped and copies added (netlist names) <==
register and cells:
a_reg.loop1.dff.q 32, b_reg.loop1.dff.q 32, instr_reg.loop1.dff.q 32, pc_reg.loop1.dff.q 32
==> final timing paths <==
kind	to	startpoint	cells after the start
setup / recovery	writePC	instr_reg.loop1[29].dff.q	5
hold / removal	instr_reg.loop1[15].dff.q	wren	3
setup reg to reg	instr_reg.loop1[2].dff.q	instr_reg.loop1[29].dff.q	6
hold reg to reg	instr_reg.loop1[9].dff.q	instr_reg.loop1[9].dff.q	1
max in group asynchronous	pc_reg.loop1[15].dff.q	reset	3
min in group asynchronous	a_reg.loop1[15].dff.q	reset	3
==> worst reg2reg max path, stage by stage, from the launching register on <==
cell and delay, ns:
dfrtp_1 0.37, buf_6 0.13, or3b_4 0.39, buf_4 0.19, a31oi_4 0.19, buf_4 0.26, o22ai_1 0.13
==> layout make-up <==
type	instances	area share
sequential	128	0.350
timing repair buffer	310	0.332
multi-input combinational	243	0.214
clock buffer	19	0.0484
tap	270	0.0369
clock inverter	12	0.0149
inverter	9	0.00410
==> logic make-up (layout without fill, tap and decap cells) <==
logic type	count (synthesis)	after routing	synth area share
multiplexers	96	96	0.170
XOR/XNOR	1	1	0.00138
AND-OR/OR-AND	30	30	0.0406
other	1	29	0.000591
buffers and inverters	193	350	0.215
flip-flops	128	128	0.505
AND/OR/NAND/NOR	87	87	0.0663
==> layer usage <==
layer  vias up  track usage  wire length [um]
met1      2013        0.180              5790
met5         -            0                 0
met2       219        0.217              6980
li1       1969            -                 -
met4         0       0.0186               178
met3        11       0.0592              1650
==> metrics by stage <==
step | worst slack (ns) | util | cells
finish | 0.0871 | 0.447 | 991
global route | -0.000342 | 0.447 | 991
CTS | 0.000273 | 0.446 | 989
detailed placement | 0.122 | 0.407 | 941
global placement | 0.164 | 0.407 | 941
floorplan | 0.259 | - | 564
==> repair_timing <==
item	in CTS	in global routing
hold buffers	0	0
pin swaps	8	5
endpoints found under the setup margin	14	5
buffers inserted	17	2
gates resized	43	8
Power and IR drop assume default switching activity.
